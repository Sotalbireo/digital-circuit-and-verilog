==> design/flow/design.v <==
module problem3(
	input  [15:0] i_p0,
	input  [15:0] i_p1,
	output [15:0] o_p
);
	wire [15:0] w_p0;
	assign w_p0 = ~i_p0;
	assign o_p  = w_p0 & i_p1;
endmodule
==> design/flow/run.sh <==
#!/bin/bash
# OpenROAD 26Q1-2900-gdf79404cd8, Yosys 0.63+post, stock flow scripts
make -C /OpenROAD-flow-scripts/flow DESIGN_CONFIG=/design/flow/config.mk WORK_HOME=/design/flow/orfs finish
==> design/flow/config.mk <==
export PLATFORM = sky130hd
export DESIGN_NAME = problem3
export DESIGN_NICKNAME = problem3
export VERILOG_FILES = /design/flow/design.v
export SDC_FILE = /design/flow/constraint.sdc
export NUM_CORES = 4
export LEC_CHECK = 1
export CORE_AREA = 10 10 70 70
export DIE_AREA = 0 0 80 80
==> design/flow/constraint.sdc <==
current_design problem3

set clk_period 1.0
set clk_io_pct 0.2

create_clock -name clk0 -period $clk_period

set non_clock_inputs [all_inputs -no_clocks]
set_input_delay [expr $clk_period * $clk_io_pct] -clock clk0 $non_clock_inputs
set_output_delay [expr $clk_period * $clk_io_pct] -clock clk0 [all_outputs]
==> impl_metrics.yaml <==
# yosys + openroad results
timing:
  fin_setup_tns_ps: 0
  hold_viol_final: 0
  fin_crit_ps: 951
  slew_violations: 0
  worstMarginPinSlew_ps: 114
  fmax_ghz: 1.05
  setup_viol: 0
  fin_crit_sh_pct: 95.1
  max_slew_margin_pct: 92.4
  rsz0062_at_grt: "false"
  worst_hold_slack_ps: 774
worst_setup_path:
  critPathMaxFanout: 1
  crit_type: "in2out"
  cp.arrival_ps: 750
  worstSetupStartpointType: "input pin"
  crit_start: "i_p0[15]"
  crit_path_end: "o_p[15]"
  critPathCaptureType: "primary output"
  cp.required_ps: 800
power_and_ir_drop:
  powerDensity_nw_per_um2: 281
  switching_power_w: 0.0000461
  pwr-share-comb_pct: 100.0
  swShare_pct: 25.5
  seq_power_share_pct: 0
  pwr-share-clk_pct: 0
  finalPower_w: 0.000181
  intPower_w: 0.000135
  p_leak_nw: 0.362
  irDropWorstVdd_uv: 61.3
synthesis:
  ys_types: 1
  top_area_cell: "nor2b_4"
  yosys_cells: 16
  synthTopCellsByCount: "nor2b_4 (16)"
  synth_cells: 16
  ys_seq_share_pct: 0
  synth.most_common_cell: "nor2b_4"
  post_synth.cell_area_avg_sq_um: 13.8
  syn_area_sq_um: 220
  synth_warnings: 0
  area_leaders: "nor2b_4 (100%)"
  synthDominantCellAreaShare_pct: 100
  synth_chip_area_sq_um: 220
detailed_routing:
  drc: 0
  wl_per_cell_um: 10.8
  dr.pass1.iters: 2
  first_iter_violations: 1
  vias: 291
  wl_mm: 1.19
  vias_per_cell: 2.65
  antenna_left: 0
  num_antenna_cells: 0
floorplanning:
  pin_count: 48
  die_width_um: 80
  dieArea_sq_um: 6400
  initial_core_util_pct: 6.45
  coreArea_sq_um: 3420
  rows: 21
  dieHeight_um: 80
placement:
  port-buffer-count: 48
  placed_area_sq_um: 758
  gp_congestion: 0.697
layout:
  finalCoreUtilization_pct: 18.8
  combGateArea_sq_um: 220
  synthToLayoutAreaGrowth_pct: 192
  nFillCells: 405
  seq_area_sq_um: 0
  fin_area_sq_um: 643
  clkbuf_count: 0
  seq_cells: 0
  layout-drive-gt1-share_pct: 48.4
global_routing:
  grt_overflow_total: 0
  grt_pass1_vias: 311
  track_usage_pct: 3.19
  antenna_found_initial: 0
  grt_pass1_wl_mm: 1.64
  grt_max_degree: 2
clock_tree:
  cts_setup_buffers: 0
  hold_buffers: 0
run_status:
  status: "finished, final reports clean"
hold_path:
  min_path_type: "in2out"
job:
  max_cap_violations: 0
  warnings: 32
per-layer routing:
metal / routed length [um] / up-vias / global-route usage [%]
li1: - / 144 / -
met1: 511 / 120 / 4.09
met2: 509 / 27 / 4.98
met3: 172 / 0 / 1.59
met4: 0 / 0 / 0
met5: 0 / - / 0
per-stage QoR:
step	cells	worst slack [ps]
6_report	110	48.9
3_5_place_dp	110	-474
5_1_grt	110	29.8
4_1_cts	110	0.0480
3_3_place_gp	110	-460
2_1_floorplan	16	507
cells by family (layout without fill, tap and decap cells):
family / after synthesis / count (layout) / share of synthesized area (%)
buffers and inverters: 0 / 48 / 0
AND/OR/NAND/NOR: 16 / 16 / 100
placed cells by master, fill, tap and decap left out:
cell | Yosys | routed
clkdlybuf4s15_1 | 0 | 1
dlygate4sd2_1 | 0 | 32
nor2b_4 | 16 | 16
buf_2 | 0 | 15
worst max-delay path, stage by stage:
cell and delay, ps:
dlygate4sd2_1 250, nor2b_4 90, dlygate4sd2_1 200
power groups by stage:
stage     combinational [W]  clock [W]  sequential, W
6_report           0.000181          0              0
5_1_grt            0.000197          0              0
4_1_cts            0.000185          0              0
repair_timing:
item / in CTS / in global routing
gates cloned: 0 / 0
setup endpoints to repair: 16 / 1
gates resized: 78 / 1
worst min-delay path by stage:
stage | startpoint | to | slack (ps) | cells after the start
4_1_cts | i_p0[0] | o_p[0] | 780 | 3
5_1_grt | i_p0[1] | o_p[1] | 780 | 3
6_report | i_p0[0] | o_p[0] | 770 | 3
area by class of cell:
class | count | area share (%)
timing repair buffer | 48 | 56.8
multi-input combinational | 16 | 34.2
tap | 46 | 8.95
Power figures rest on the tool's default switching activity, not on a simulated workload.
