**design.v**
```verilog
module problem4(
	input             i_rst,
	input             i_clk,
	output reg [15:0] o_p
);
	reg  [15:0] r_p0 = 16'h0001;
	reg  [15:0] r_p1 = 16'h0000;
	wire [15:0] w_p0;
	assign w_p0 = o_p + r_p0;
	always @(posedge i_clk) begin
		o_p <= i_rst ? r_p1 : w_p0;
	end
endmodule
```
**run.sh**
```bash
#!/bin/bash
# OpenROAD 26Q1-2900-gdf79404cd8, Yosys 0.63+post, stock flow scripts
make -C /OpenROAD-flow-scripts/flow DESIGN_CONFIG=/design/flow/config.mk WORK_HOME=/design/flow/orfs finish
```
**config.mk**
```make
export PLATFORM = sky130hd
export DESIGN_NAME = problem4
export DESIGN_NICKNAME = problem4
export VERILOG_FILES = /design/flow/design.v
export SDC_FILE = /design/flow/constraint.sdc
export NUM_CORES = 4
export LEC_CHECK = 1
export CORE_AREA = 10 10 70 70
export DIE_AREA = 0 0 80 80
```
**constraint.sdc**
```tcl
current_design problem4

set clk_period 3.8
set clk_io_pct 0.2

create_clock -name clk0 -period $clk_period [get_ports {i_clk}]

set non_clock_inputs [all_inputs -no_clocks]
set_input_delay [expr $clk_period * $clk_io_pct] -clock clk0 $non_clock_inputs
set_output_delay [expr $clk_period * $clk_io_pct] -clock clk0 [all_outputs]
```
==> impl_metrics.ini <==
; physical design summary
[yosys]
yosys.cell_types.count = 23
top_cell = sky130_fd_sc_hd__dfxtp_1
synth-seq-cells = 16
yosys-stat-area_um2 = 764
ys.flop_type = sky130_fd_sc_hd__dfxtp_1
yosysWarnings = 1
netlist_area_before_placement_um2 = 764
syn_avg_cell_area_um2 = 9.44
ys_async_sr_fraction = 0
enable_flop_cells = 0
synth.yosys.num_cells = 81
synth_seq_share = 0.419
yosys-top-cells-area = sky130_fd_sc_hd__dfxtp_1, sky130_fd_sc_hd__nor4_4, sky130_fd_sc_hd__a21oi_1
synth.top_cells.by_count = sky130_fd_sc_hd__dfxtp_1, sky130_fd_sc_hd__nor2_1, sky130_fd_sc_hd__a21oi_1
synth_area_leader_cell = sky130_fd_sc_hd__dfxtp_1
syn_inst = 81
post-synth-top-area-fraction = 0.419

[cts]
postCtsResizedCells = 0
ctsHoldBuffers = 0
worstSkewPairLatency_ps = 290
clock_sink_count = 16
cts_tree = yes
cts_buffers = 3
clock_tree.buffer_depth = 2
post_cts_buffers = 0
clock_tree.root_cell = sky130_fd_sc_hd__clkbuf_4
clkSlewWorstSetupHoldPaths_ps = 80
h_tree_levels = 1

[layout]
synthToLayoutAreaGrowth_pct = 32.1
most_flops_register = o_p
post-route-util = 0.296
largest_register_ff_count = 16
drive_above_1_share = 0.0909
largest_registers = o_p: 16 flops
postLayoutCellArea_um2 = 1010

[timing]
timing.final.max_slew_violations = 0
relSlewSlack = 0.548
period_needed_ps = 2050
finalClockSkew_ps = 12.0
timing.hold.ws_ps = 499
tightest_slew_ps = 675
setup_viol = 0
setup_total_negative_slack_ps = 0
max_clock_freq_mhz = 489
finalHoldViolations = 0
rsz_0062_raised_after_global_routing = no
period_used_share = 0.538

[placed_design]
place.gp.congestion = 0.747
hpwlAfterDp_um = 1190
postPlaceCellArea_um2 = 973
count_of_buffers_from_port_buffering = 17

[worst_hold_path]
min_delay_path_depth = 1
hold_path_class = reg -> reg
timing.hold.worst.start = o_p[0]$_SDFF_PP0_
hold_end = o_p[0]$_SDFF_PP0_

[setup_path]
worst_path_max_delay_cell = sky130_fd_sc_hd__clkdlybuf4s50_1
timing.critical_path.depth = 1
crit-reg2reg-launch = o_p[0]$_SDFF_PP0_
arrival_ps = 1290
worst_reg2reg_endpoint = o_p[14]$_SDFF_PP0_
required_time_of_the_worst_setup_path_ps = 3040
critical_path_startpoint = o_p[2]$_SDFF_PP0_
worst_path_largest_cell_delay_ps = 530
cp-start-kind = flop
timing_worst_setup_path_type = reg -> out
reg2reg_setup_slack_ps = 2150
reg2reg_depth = 4
crit_buf_inv = 1
maximum_fanout_count_along_the_critical_path = 6
path_cells = clkdlybuf4s50_1
crit_family = buffers and inverters
critPathCaptureType = primary output

[floorplanning]
die_height_um = 80
die_x_um = 80
floorplan.core_util = 0.224
cell_row_count = 21
floorplan.die_area_um2 = 6400
core-area_um2 = 3420
io_pins = 18

[detailed_routing]
met1Wirelength_um = 754
firstDrtPassIters = 4
drt-vias-per-instance = 4.40
route.met2.wl_um = 717
via_count = 638
final_antenna_net_count = 0
antenna_cells = 0
post_drt_wl_per_cell_um = 10.9
highest-signal-layer = met4
detailedRoute.firstIterationViolations = 21
drc_errors = 0
postRouteWirelength_um = 1590
dr_wl_met3_um = 92

[global_route]
global_route.overflow_total = 0
global_route_wire_length_before_repair_um = 2680
grt_start_max_net_pins = 21
grt_pass1_vias = 584
number_of_antenna_violations_at_the_first_check_in_global_routing = 0
gr-usage-all-layers = 0.0495

[power_and_ir_drop]
switching_power_w = 0.0000631
areal_power_density_over_the_cells_nw_per_um2 = 297
power.share.sequential = 0.581
power.internal_w = 0.000237
combinationalPowerShare = 0.048
clockPowerShare = 0.370
power_leakage_nw = 0.360
swShare = 0.210
power.ir.vdd_worst_mv = 0.243
totalPowerFinal_w = 0.000300

[flow_run]
drv_cap = 0
stage_log_warnings = 25

[status]
status = complete, no violations
==> cell families (layout without fill, tap and decap cells) <==
group,Yosys count,count (layout),synth area share
buf+inv,6,24,0.0393
compound gates,14,14,0.105
fa+ha+maj,1,1,0.0164
simple gates,37,37,0.327
flops,16,16,0.419
xor+xnor,3,3,0.0344
mux,4,4,0.0589
==> power groups by stage <==
stage	Combinational [W]	Clock [W]	Sequential [W]
after CTS	0.0000148	0.000114	0.000175
after global routing	0.0000164	0.000120	0.000175
final	0.0000145	0.000111	0.000174
==> metrics by stage <==
step	instances	worst slack, ps
2_1_floorplan	81	2300
3_3_place_gp	141	1640
3_5_place_dp	141	1590
4_1_cts	145	1730
5_1_grt	145	1700
6_report	145	1750
==> cell usage in the layout (no fill, tap or decap), drive strengths merged <==
master          n
ha              1
clkdlybuf4s50  17
or3             3
mux2            4
o31ai           4
nand2           4
xnor2           1
clkbuf          4
inv             3
nor4            4
nor2b           5
nor2            8
xor2            2
o21ai           3
dfxtp          16
nand3           6
or4             4
a21oi           7
nand4           3
==> layer usage <==
layer / vias up / global-route usage
met2: 14 / 0.0738
li1: 327 / -
met4: 0 / 0.00704
met5: - / 0
met3: 2 / 0.0193
met1: 295 / 0.0674
==> area by class of cell <==
class                      instances  area, um^2
inverter                           3        11.3
tap                               46        57.6
timing repair buffer              17         170
sequential                        16         320
clock buffer                       4        36.3
multi-input combinational         59         414
fill                             357        2410
==> worst max path at each step <==
stage	to	slack (ps)
CTS	o_p[2]	1730
global route	o_p[2]	1700
finish	o_p[2]	1750
Power and IR drop assume default switching activity.
