**flow/config.mk**
```make
export PLATFORM = sky130hd
export DESIGN_NAME = problem5
export DESIGN_NICKNAME = problem5
export VERILOG_FILES = /design/flow/design.v
export SDC_FILE = /design/flow/constraint.sdc
export NUM_CORES = 4
export LEC_CHECK = 1
export CORE_AREA = 10 10 82 82
export DIE_AREA = 0 0 92 92
```
**flow/constraint.sdc**
```tcl
current_design problem5

set clk_period 1.9
set clk_io_pct 0.2

create_clock -name clk0 -period $clk_period [get_ports {i_clk}]

set non_clock_inputs [all_inputs -no_clocks]
set_input_delay [expr $clk_period * $clk_io_pct] -clock clk0 $non_clock_inputs
set_output_delay [expr $clk_period * $clk_io_pct] -clock clk0 [all_outputs]
```
**flow/design.v**
```verilog
module problem5(
	input      [15:0] i_data_0,
	input      [15:0] i_data_1,
	input      [15:0] i_data_2,
	input      [15:0] i_data_3,
	input      [ 1:0] i_ctrl,
	input             i_clk,
	output reg [15:0] o_data
);
	reg [15:0] w_p0;
	always @(*) begin
		case (i_ctrl)
			2'b00  : w_p0 <= i_data_0;
			2'b01  : w_p0 <= i_data_1;
			2'b10  : w_p0 <= i_data_2;
			2'b11  : w_p0 <= i_data_3;
			default: w_p0 <= w_p0;
		endcase
	end
	always @(posedge i_clk) begin
		o_data <= i_clk ? w_p0 : o_data;
	end
endmodule
```
**flow/run.sh**
```bash
#!/bin/bash
# OpenROAD 26Q1-2900-gdf79404cd8, Yosys 0.63+post, stock flow scripts
make -C /OpenROAD-flow-scripts/flow DESIGN_CONFIG=/design/flow/config.mk WORK_HOME=/design/flow/orfs finish
```
==> results.sh <==
# yosys + openroad results
export IMPL_status="finished clean"
export IMPL_n_antenna_cell=0
export IMPL_gp_congestion=0.755
export IMPL_drt_initial_drc_count=14
export IMPL_required_ns=1.52
export IMPL_startpoint_type="flop"
export IMPL_ys_types=6
export IMPL_setup_ws_ns=0.344
export IMPL_relSlewSlack_pct=91.9
export IMPL_dr_pass1_iters=2
export IMPL_grt_pass1_wl_um=5220
export IMPL_slowest_delay_ns=0.51
export IMPL_core_area_um2=5070
export IMPL_ys_warn_count=1
export IMPL_power_leakage_uw=0.000777
export IMPL_reg_top3="o_data (16)"
export IMPL_fp_utilization_pct=17.8
export IMPL_post_cts_setup_buffer_count=0
export IMPL_hp_class="clk2reg"
export IMPL_ir_drop_uv=634
export IMPL_syn_cell_area_um2=905
export IMPL_postCtsResizedCells=0
export IMPL_wl_per_cell_um=16.2
export IMPL_fmaxAchievable_mhz=643
export IMPL_grt_max_degree=17
export IMPL_drv_slew=0
export IMPL_wl_um=3280
export IMPL_syn_area_per_cell_um2=25.1
export IMPL_num_vias=775
export IMPL_worst_path_buf_inv=1
export IMPL_crit_type="reg2out"
export IMPL_setup_violations=0
export IMPL_grt_use_total_pct=7.86
export IMPL_grt_ovfl_total=0
export IMPL_lay_top_cells="clkdlybuf4s50_1 (82), edfxtp_1 (16), mux4_2 (10)"
export IMPL_yosys_area_um2=905
export IMPL_routed_top_layer="met4"
export IMPL_crit_chain="clkdlybuf4s50_1"
export IMPL_routed_wl_met2_um=1720
export IMPL_dpl_worst_slack_ns=-0.0302
export IMPL_p_total_uw=2790
export IMPL_openroad_warnings=25
export IMPL_fin_crit_sh_pct=81.9
export IMPL_cts_tree="yes"
export IMPL_layout_top_cell="clkdlybuf4s50_1"
export IMPL_worstPathMaxFanout=1
export IMPL_p_per_area_nw_per_um2=1320
export IMPL_finish_utilization_pct=41.8
export IMPL_rsz0062_at_grt="no"
export IMPL_cts_clk_slew_worst_paths_ns=0.06
export IMPL_grt_antenna_before_repair=0
export IMPL_ys_seq_share_pct=53.1
export IMPL_die_y_um=92
export IMPL_drive_above_1_share_pct=20.5
export IMPL_pin_count=83
export IMPL_finalHoldViolCount=0
export IMPL_syn_to_final_growth_pct=135
export IMPL_die_w_um=92
export IMPL_drc=0
export IMPL_wl_met1_um=1200
export IMPL_critPathSlowestCell="clkdlybuf4s50_1"
export IMPL_wl_met3_um=332
export IMPL_cap_violations=0
export IMPL_first_global_vias=1033
export IMPL_largest_reg_flops=16
export IMPL_cpLargestDelayFamily="buffers and inverters"
export IMPL_ctsHoldBuffers=0
export IMPL_tightest_slew_ns=0.122
export IMPL_cp_arrival_ns=1.18
export IMPL_finalCriticalPeriod_ns=1.56
export IMPL_regMostFlops="o_data"
export IMPL_routed_via_density=3.84
export IMPL_die_area_um2=8460
export IMPL_ys_cells=36
export IMPL_endpoint_kind="output port"
export IMPL_synthCells=36
export IMPL_whs_ns=0.142
export IMPL_ys_ff=16
export IMPL_portBuffers=82
export IMPL_final_antenna_net_count=0
export IMPL_fp_row_count=26
cell usage after synthesis:
cell type | number | area share (%)
buf_12 | 1 | 2.2
buf_2 | 2 | 1.1
buf_6 | 1 | 1.2
edfxtp_1 | 16 | 53
mux4_1 | 6 | 17
mux4_2 | 10 | 25
where the power goes:
group          internal [uW]  switching, uW
Combinational            454           84.0
Sequential               664           45.4
Clock                   1150            398
Total                   2270            528
cell type report:
type | count | area, um^2
Tap cell | 70 | 87.6
Clock inverter | 3 | 63.8
Clock buffer | 13 | 246
Fill cell | 459 | 2950
Multi-Input combinational cell | 16 | 383
Sequential cell | 16 | 480
Timing Repair Buffer | 84 | 861
final timing paths:
path / cells past startpoint / to / slack [ns] / startpoint
max: 1 / o_data[12] / 0.34 / o_data[12]
min: 3 / o_data[1] / 0.14 / i_clk
metal layers:
layer | GRT usage, % | vias to the layer above
met5 | 0 | -
met4 | 2.70 | 0
met3 | 5.11 | 2
met2 | 12.2 | 52
met1 | 8.54 | 357
li1 | - | 364
logic make-up (layout without fill, tap and decap cells):
group | count (synthesis) | after routing | share of synthesized area [%]
flops | 16 | 16 | 53.1
mux | 16 | 16 | 42.3
buf+inv | 4 | 100 | 4.56
metrics by stage:
stage / instances / setup TNS [ns] / area [um^2]
6_report: 202 / 0 / 2120
5_1_grt: 202 / 0 / 2120
4_1_cts: 202 / 0 / 2120
3_5_place_dp: 186 / -0.0828 / 1810
3_3_place_gp: 186 / 0 / 1810
2_1_floorplan: 36 / 0 / 905
Power and IR drop assume default switching activity.
